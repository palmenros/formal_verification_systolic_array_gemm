## design/flow/constraint.sdc

```tcl
current_design PE

set clk_period 5.2
set clk_io_pct 0.2

create_clock -name clk0 -period $clk_period

set non_clock_inputs [all_inputs -no_clocks]
set_input_delay [expr $clk_period * $clk_io_pct] -clock clk0 $non_clock_inputs
set_output_delay [expr $clk_period * $clk_io_pct] -clock clk0 [all_outputs]
```

## design/flow/run.sh

```bash
#!/bin/bash
# OpenROAD 26Q1-2900-gdf79404cd8, Yosys 0.63+post, stock flow scripts
make -C /OpenROAD-flow-scripts/flow DESIGN_CONFIG=/design/flow/config.mk WORK_HOME=/design/flow/orfs finish
```

## design/flow/config.mk

```make
export PLATFORM = sky130hd
export DESIGN_NAME = PE
export DESIGN_NICKNAME = PE
export VERILOG_FILES = /design/flow/design.v
export SDC_FILE = /design/flow/constraint.sdc
export NUM_CORES = 4
export LEC_CHECK = 1
export CORE_AREA = 10 10 102 102
export DIE_AREA = 0 0 112 112
```

## design/flow/design.v

```verilog
package GEMM_pkg;
    typedef enum logic [1:0] {
        CMD_WRITE_WEIGHTS  = 2'b00,
        CMD_STREAM = 2'b01,
        CMD_NONE = 2'b10
    } command_t;
endpackage  
module PE #(
    parameter WEIGHT_SIZE = 8,
    parameter ACTIVATION_SIZE = 8
) (
    input logic resetn,
    input logic clk,
    input logic signed[ACTIVATION_SIZE-1:0] in,
    input logic signed[ACTIVATION_SIZE-1:0] acc,
    input logic signed[WEIGHT_SIZE-1:0] w,
    output logic signed[ACTIVATION_SIZE-1:0] out
);
logic signed[ACTIVATION_SIZE+WEIGHT_SIZE-1:0] mult;
logic signed[ACTIVATION_SIZE+WEIGHT_SIZE:0] mult_acc;
assign mult = in * w;
assign mult_acc = mult + acc;
assign out = mult_acc[ACTIVATION_SIZE-1:0];
endmodule
```

==> impl_metrics.yaml <==
# yosys + openroad results
run_status:
  outcome: "finished with violations"
  failed_checks: "negative setup slack"
sta:
  slew-limit-headroom_pct: 84.7
  whs_ns: 2.93
  tightest_slew_ns: 0.228
  min_period_ns: 5.56
  period_used_pct: 107
  final.setup.tns_ns: -0.356
  finalSetupViolCount: 1
  slew_viol_final: 0
  rsz0062_at_grt: "true"
  max_freq_mhz: 180
  fin_ws_ns: -0.356
  hold_viol: 0
routing:
  drt_iter0_drc: 39
  wl_mm: 3.00
  firstDrtPassIters: 3
  via_count: 877
  wl_per_cell_um: 11.1
  viasPerCell: 3.25
  antenna_cells: 0
  route.antenna.remaining_nets: 0
  post-route-drc-count: 0
place:
  dp.cells: 269
  hpwl_mm: 2.65
  port_buffers: 32
  routabilityCongestion: 0.806
final_layout:
  clock_buffers: 0
  flops: 0
  lay_top_cells: "nand2_1, inv_1, fa_1"
  layout-drive-gt1-share_pct: 37.6
  area_growth_pct: 67.1
  fillers: 854
  regArea_sq_um: 0
  stdcell_count: 270
run:
  drv_cap: 0
  warnings: 37
logic_synthesis:
  ys_warn_count: 0
  synth.avg_cell_area_sq_um: 9.24
  synthCells: 117
  yosys.area.top_type_share_pct: 33.3
  synth.area.top_cells: "fa_1, ha_1, and2_1"
  logic_family: "adder cells"
  ys_seq_share_pct: 0
  yosysTopAreaCell: "fa_1"
  synth_area_sq_um: 1080
  synth.area.mux_share_pct: 0
  ys_cells: 117
  synthAoiAreaFrac_pct: 1.16
  yosysChipArea_sq_um: 1080
  simple_gate_area_share_pct: 16.2
  synth_cell_types: 12
  ys_sh_xor_pct: 17.5
  adder_share_pct: 56.5
floorplan:
  fp.dieArea_sq_um: 12500
  die_h_um: 112
  dieWidth_um: 112
  ioPinCount: 34
  core_sq_um: 8220
  initial_core_util_pct: 13.2
  rows: 33
global_route:
  grt_pass1_vias: 1033
  grt_util_all_layers_pct: 4.77
  grt_pass1_wl_mm: 5.04
  antenna_found_initial: 0
  grt-ovfl-total: 0
  grt_max_degree: 8
setup_path:
  crit_arrival_ns: 4.52
  crit_buf_inv: 5
  crit_chain: "buf_8, nand2_4, fa_1, inv_2, fa_1, inv_2, fa_1, inv_1, fa_1, ha_4, xnor2_2, xnor3_1, xnor3_1, xnor3_1, buf_2"
  path_class: "in2out"
  end_kind: "output port"
  max_stage_delay_ns: 0.52
  slowest_stage: "fa_1"
  start_kind: "input pin"
  worstPathRequired_ns: 4.16
  crit_top_cell: "fa_1"
  cp_max_fo: 4
  cp_top_family: "adder cells"
power:
  power.leakage_nw: 0.868
  total_power_w: 0.000467
  vdd.ir_drop.worst_mv: 0.162
  power_density_nw_per_um2: 258
clock_network:
  hold_buffers: 0
worst_hold_path:
  hp-class: "in2out"
per-layer routing:
layer	wire (um)	track usage [%]	vias up	part of all wire, %
met5	0	0	-	0
li1	-	-	450	-
met3	126	0.706	0	4.2
met1	1390	6.19	411	46
met4	0	0	0	0
met2	1490	8.66	16	50
report_power, final:
part	switching (W)	internal, W
Clock	0	0
Sequential	0	0
Combinational	0.000178	0.000289
Total	0.000178	0.000289
final timing paths:
check,depth (start not counted),start,slack (ns),end
setup / recovery,15,w[0],-0.36,out[7]
hold / removal,6,w[1],2.93,out[7]
Yosys cell counts (all sizes together):
library cell,number
xnor3,3
a21o,1
xnor2,11
xor2,2
a21oi,1
nor2b,1
nand2,20
ha,20
and2,15
fa,18
inv,25
cell type report:
type	count	area, sq um	area share (%)
well taps	105	131	7.27
multi-input cells	92	1160	64.0
repair buffers	48	425	23.5
inverters	25	93.8	5.19
kinds of logic after synthesis:
kind of cell | after synthesis
fa+ha+maj | 38
simple gates | 36
buf+inv | 25
xor+xnor | 16
compound gates | 2
per-stage QoR:
step	worst slack, ns	util, %	area (sq um)
after CTS	-0.438	21.6	1770
after global placement	-1.21	20.1	1650
after floorplan	-0.0145	-	1090
after detailed placement	-1.22	20.1	1650
final	-0.356	22.0	1810
after global routing	-0.482	22.0	1810
what timing repair did:
action / in CTS / in global routing
gates resized: 98 / 15
setup endpoints to repair: 5 / 4
pin swaps: 23 / 15
buffers inserted: 4 / 0
Power is estimated from default activity; no workload was simulated.
