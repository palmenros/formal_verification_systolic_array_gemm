==> design/flow/design.v <==
package GEMM_pkg;
    typedef enum logic [1:0] {
        CMD_WRITE_WEIGHTS  = 2'b00,
        CMD_STREAM = 2'b01,
        CMD_NONE = 2'b10
    } command_t;
endpackage  
module Count_To_Maximum #(
    parameter MAX_COUNT = 8
) (
    input logic clk,
    input logic resetn,
    input logic clear,
    input logic increment_counter,
    output logic is_counter_at_max
);
    logic [$clog2(MAX_COUNT):0] count;
    always_ff @(posedge clk) begin
        if (!resetn) begin
            count <= '0;
            is_counter_at_max  <= 1'b0;
        end else if (clear) begin
            count <= '0;
            is_counter_at_max   <= 1'b0;
        end else if (increment_counter && (count != MAX_COUNT)) begin
            count <= count + 1'b1;
            if (count == MAX_COUNT - 1) begin
                is_counter_at_max <= 1'b1;
            end
        end
    end
endmodule
==> design/flow/run.sh <==
#!/bin/bash
# OpenROAD 26Q1-2900-gdf79404cd8, Yosys 0.63+post, stock flow scripts
make -C /OpenROAD-flow-scripts/flow DESIGN_CONFIG=/design/flow/config.mk WORK_HOME=/design/flow/orfs finish
==> design/flow/config.mk <==
export PLATFORM = sky130hd
export DESIGN_NAME = Count_To_Maximum
export DESIGN_NICKNAME = Count_To_Maximum
export VERILOG_FILES = /design/flow/design.v
export SDC_FILE = /design/flow/constraint.sdc
export NUM_CORES = 4
export LEC_CHECK = 1
export CORE_AREA = 10 10 70 70
export DIE_AREA = 0 0 80 80
==> design/flow/constraint.sdc <==
current_design Count_To_Maximum

set clk_period 1.2
set clk_io_pct 0.2

create_clock -name clk0 -period $clk_period [get_ports {clk}]

set non_clock_inputs [all_inputs -no_clocks]
set_input_delay [expr $clk_period * $clk_io_pct] -clock clk0 $non_clock_inputs
set_output_delay [expr $clk_period * $clk_io_pct] -clock clk0 [all_outputs]
==> run notes <==
State of the implementation.

- The flow ran to the end, but the final reports show violations.
- The checks that failed: negative setup slack.
- In the final layout, the share of cells above drive strength 1 is 25.64%.
- The core region is about 3400 um^2.
- The kind of capture point of the worst setup path is a flip-flop, for reference.
- The area of combinational cells with multiple inputs is roughly 130 um^2, for reference.
- The final design utilization is between 10% and 20%, for reference.
- The leakage power summed over all cells is around 0.14 nW, for reference.
- The via count is 234, for reference.
- The number of buffers on the longest clock path is 2, for reference.
- Along the worst hold path, the cell count comes to 2.
- The type of the tightest min-delay check is reg -> reg, for reference.
- The net switching power is a little over 80 uW, for reference.
- Per the layout area report, the register area comes to ~100 um^2.
- The filler cell count in the final layout is roughly 400, for reference.
- The area growth from synthesis to layout is 63.73%, for reference.
- The root buffer cell is sky130_fd_sc_hd__clkbuf_4, for reference.
- In this run, the clock network consumes between 40% and 50% of the power.
- The clock latency reported for the late side of the worst-skew pair is between 0.2 and 0.25 ns, for reference.
- The number of top-level pins is 5, for reference.
- The total overflow reported by the global router is 0, for reference.
- The width of the die is around 80 um, for reference.
- The total routed wirelength is about 550 um, for reference.
- The longest individual stage delay on the worst path is 0.32 ns, for reference.
- The critical path class is reg -> reg, for reference.
- The fraction of registers with async set/reset is 0%, for reference.
- The switching fraction of total power is between 20% and 30%, for reference.
- At the worst endpoint, the arrival time is roughly 1.4 ns.
- The internal power component is around 310 uW, for reference.
- The data required time of the worst path is about 1.4 ns, for reference.
- The cell row count is 21, for reference.
- The detailed-placement wirelength estimate is roughly 450 um, for reference.
- The first global-routing pass estimated approximately 970 um of wire.
- The timing report lists the critical path depth as 5 cells.
- In the log, the iteration count for the first detailed-route pass is 1.
- The number of global-route vias before repair is 233, for reference.
- The number of levels in the clock H-tree is 1, for reference.
- The floorplan step records an initial core utilization of under 10%.
- Gates resized during post-CTS repair numbered 1.
- Clock skew on the completed layout was measured at around 0.0007 ns.
- The final weighted congestion in routability-driven placement is about 0.68, for reference.
- The cell area after placement is approximately 370 um^2, for reference.
- Looking at the worst setup and hold paths, the clock pins of their registers show a slew of 0.04 ns.
- The count of max-cap constraint violations is 0, for reference.
- The area of all placed cells without fillers is slightly below 400 um^2, for reference.
- The post-synthesis register bit count is 5, for reference.
- The peak fanout along the critical path is 4, for reference.
- The share of total power in sequential cells is 43.4%, for reference.
- The number of buffers inserted by post-CTS setup repair is 0, for reference.
- The number of antenna diodes in the final layout is 0.
- VDD sags by at most about 0.25 mV.
- The cell count after synthesis is 28, for reference.
- Per the post-run analysis, buffers plus inverters along the critical path come to 1.
- Dividing the detail-routed via count by the number of cells gives 2.753.
- The portion of total power attributed to combinational logic is 7.6%, for reference.
- Per the STA report, the cell with the highest stage delay on the worst path is sky130_fd_sc_hd__dfxtp_2.
- Once layout is complete, the cells apart from fillers number between 80 and 90.
- Setup repair after global routing could not meet its margin everywhere.
- Yosys stat counts 28 cells in the synthesized netlist.
- For this run, design rule violations remaining after detail routing come to 0.
- The critical path in the final layout is reported with a setup slack of -0.02022 ns.
- Total power normalized to cell area comes to between 900 and 1000 nW/um^2.
- The remaining antenna violation count is 0, for reference.
- The cell area that synthesis handed to floorplanning was approximately 240 um^2.
- TritonCTS built the clock tree.
- The kind of cell with the highest combined delay on the critical path is simple AND/OR/NAND/NOR gates, for reference.
- The count of routing violations after the opening detailed-route iteration is 0, for reference.
- Summing over the stages, the warning tally comes to 28.
- The average wire length per cell after detail routing is approximately 6.4 um, for reference.
- The number of antenna violations at the first check in global routing is 0, for reference.
- The number of clock sinks came to 5.
- The highest clock rate this design can be run at is around 800 MHz.
- The kind of start point of the critical path is a flip-flop, for reference.
- The chip occupies 6400 um^2.
- The final hold violation count recorded for this run is 0.
- The number of synthesized flops with an enable pin is 0, for reference.
- Dividing the synthesized area by the synthesized cell count gives ~8.6 um^2.
- The post-synth area from yosys stat is 241.5 um^2, for reference.
- The number of instances in the placed design is just over 80, for reference.
- The synthesis report lists the Yosys warning total as 1.
- Post-synth the commonest register cell is sky130_fd_sc_hd__dfxtp_1.
- The number of buffers created by CTS is 3, for reference.
- The count of cell types in the netlist is 15, for reference.
- Per STA, the worst path is made up of inv_1 -> ha_2 -> and3b_1 -> or3_1 -> a21oi_2.
- The shortest clock period the worst path allows after layout is ~1.2 ns, for reference.
- The final tally of max-slew violations is 0, for reference.
- The vertical die dimension reported for this design is 80 um.
- The number of setup violations in the final report is 1, for reference.
- The worst-case reg-to-reg path depth is 5, for reference.
- The pin count of the biggest net entering global routing is 6, for reference.
- In this run, post-CTS hold repair placed 0 buffers.
- The share of the cycle needed by the critical path after routing is 101.7%, for reference.
- Across all checked pins, the minimum headroom to the slew limit is approximately 85%.
- The transition time of the tightest slew-check pin is roughly 0.22 ns, for reference.
- The number of buffer cells added on primary ports is 4, for reference.
- Of the synthesized area, sequential elements account for between 40% and 50%.
- The total routing usage reported by global routing is under 10%, for reference.
## layout make-up
class                           instances  share of cell area [%]
Sequential cell                         5                   25.95
Tap cell                               46                   14.56
Inverter                                4                   3.797
Timing Repair Buffer                    7                   15.51
Multi-Input combinational cell         19                   33.54
Clock buffer                            4                   6.646
## path summary, 6_finish.rpt
check                    start                 to  slack [ns]
min          is_counter_at_max  is_counter_at_max        0.47
max                   count[0]           count[0]       -0.02
min reg2reg  is_counter_at_max  is_counter_at_max        0.47
max reg2reg           count[0]           count[0]       -0.02
## kinds of logic after synthesis
group | synth area share, %
buf+inv | 6.216
compound gates | 17.62
flops | 41.45
fa+ha+maj | 10.36
xor+xnor | 3.628
simple gates | 20.73
## through the flow
stage          total power [mW]  worst slack (ns)  hold WS [ns]  setup TNS, ns
2_1_floorplan            0.1841           0.01605        0.3997              0
3_3_place_gp             0.2005           -0.2001        0.4723        -0.4077
3_5_place_dp             0.2019           -0.2382        0.4804        -0.5260
4_1_cts                  0.3952          -0.02686        0.4849       -0.02686
5_1_grt                  0.4167          -0.09763        0.5172       -0.09763
6_report                 0.3929          -0.02022        0.4711       -0.02022
## power groups by stage
| stage | sequential, mW | clock (mW) | combinational (mW) |
|---|---|---|---|
| 4_1_cts | 0.170 | 0.196 | 0.0290 |
| 5_1_grt | 0.170 | 0.212 | 0.0348 |
| 6_report | 0.170 | 0.193 | 0.0299 |
## cells in the mapped netlist (2+ instances only)
library cell,instances,area (um^2)
sky130_fd_sc_hd__dfxtp_1,5,100.1
sky130_fd_sc_hd__inv_1,4,15.01
sky130_fd_sc_hd__a21oi_1,3,15.01
sky130_fd_sc_hd__ha_1,2,25.02
sky130_fd_sc_hd__nand2_1,2,7.510
sky130_fd_sc_hd__nor2_1,2,7.510
sky130_fd_sc_hd__o21ai_0,2,10.01
## layer usage
layer,GRT usage [%],vias up,routed length (um)
met5,0,-,0
met4,1.408,0,41
met3,0.6818,4,25
met2,2.729,6,269
met1,1.995,106,208
li1,-,118,-
## registers in the layout, indices dropped and copies added (netlist names)
| signal | cells |
|---|---|
| is_counter_at_max | 1 |
| count | 4 |
## placed cells by master, fill, tap and decap left out, drive strengths merged
master,instances
a211o,1
a21oi,3
a41oi,1
and3b,1
buf,3
clkbuf,4
clkdlybuf4s50,3
dfxtp,5
dlygate4sd2,1
ha,2
inv,4
nand2,2
nand2b,1
nand3b,1
nand4,1
nor2,2
o21ai,2
or3,1
xnor2,1
## worst register-to-register path, cell delays in order, from the launching register on
cell	delay [ns]
sky130_fd_sc_hd__dfxtp_2	0.32
sky130_fd_sc_hd__inv_1	0.04
sky130_fd_sc_hd__ha_2	0.17
sky130_fd_sc_hd__and3b_1	0.19
sky130_fd_sc_hd__or3_1	0.32
sky130_fd_sc_hd__a21oi_2	0.11
Power figures rest on the tool's default switching activity, not on a simulated workload.
